--- flow/config.mk ---
export PLATFORM = sky130hd
export DESIGN_NAME = PA_fifo
export DESIGN_NICKNAME = PA_fifo
export VERILOG_FILES = /design/flow/design.v
export SDC_FILE = /design/flow/constraint.sdc
export NUM_CORES = 4
export LEC_CHECK = 1
export CORE_AREA = 10 10 100 100
export DIE_AREA = 0 0 110 110
--- flow/constraint.sdc ---
current_design PA_fifo

set clk_period 2.6
set clk_io_pct 0.2

create_clock -name clk0 -period $clk_period [get_ports {i_clk}]

set non_clock_inputs [all_inputs -no_clocks]
set_input_delay [expr $clk_period * $clk_io_pct] -clock clk0 $non_clock_inputs
set_output_delay [expr $clk_period * $clk_io_pct] -clock clk0 [all_outputs]
--- flow/design.v ---
module PA_fifo #(
    parameter SIZE_DATA  = 8,
    parameter SIZE_DEPTH = 2048
)(
    input  wire i_clk                        ,  
    input  wire i_rst_n                      ,  
    input  wire i_wr_en                      ,  
    input  wire i_rd_en                      ,  
    input  wire [SIZE_DATA-1:0] i_data       ,  
    output reg  [SIZE_DATA-1:0] o_data       ,  
    output reg  o_fifo_full                  ,  
    output reg  o_fifo_empty                  
);
localparam SIZE_ADDR = $clog2(SIZE_DEPTH);
reg [SIZE_ADDR:0] ptr_wr, n_ptr_wr, ptr_rd, n_ptr_rd;  
assign o_fifo_empty = (ptr_rd == ptr_wr) ? 1 : 0;
assign o_fifo_full = (~|(ptr_rd[SIZE_ADDR-1:0] ^ ptr_wr[SIZE_ADDR-1:0])) & (ptr_rd[SIZE_ADDR] ^ ptr_wr[SIZE_ADDR]);
wire w_update_wr;
wire w_update_rd;
assign w_update_wr = (i_wr_en & ~o_fifo_full);  
assign w_update_rd = (i_rd_en & ~o_fifo_empty);  
assign n_ptr_wr = (w_update_wr) ? (ptr_wr + 1) : ptr_wr;  
assign n_ptr_rd = (w_update_rd) ? (ptr_rd + 1) : ptr_rd;  
always_ff @( posedge i_clk or negedge i_rst_n ) begin : proc_point
    if(~i_rst_n) begin
        ptr_wr <= '0;
        ptr_rd <= '0;
    end else begin
        if (w_update_wr) begin
            ptr_wr <= n_ptr_wr;
        end
        if (w_update_rd) begin
            ptr_rd <= n_ptr_rd;
        end
    end
end
reg [SIZE_DATA-1:0] fifo_mem [0:SIZE_DEPTH-1];  
always_ff @(posedge i_clk or negedge i_rst_n) begin : proc_fifo_write
    if(~i_rst_n) begin
        o_data <= '0;
    end else begin
        if(w_update_wr) begin
            fifo_mem[ptr_wr[SIZE_ADDR-1:0]] <= i_data;  
        end else begin
            fifo_mem[ptr_wr[SIZE_ADDR-1:0]] <= fifo_mem[ptr_wr[SIZE_ADDR-1:0]];  
        end
    end
end
always_ff @( posedge i_clk or negedge i_rst_n ) begin : proc_fifo_read
    if(~i_rst_n) begin
        o_data <= '0;
    end else begin
        if(w_update_rd) begin
            o_data <= fifo_mem[ptr_rd[SIZE_ADDR-1:0]];  
        end else begin
            o_data <= o_data;  
        end
    end
end
endmodule
--- flow/run.sh ---
#!/bin/bash
# OpenROAD 26Q1-2900-gdf79404cd8, Yosys 0.63+post, stock flow scripts
make -C /OpenROAD-flow-scripts/flow DESIGN_CONFIG=/design/flow/config.mk WORK_HOME=/design/flow/orfs finish
==> flow_metrics.py <==
# Physical implementation metrics
metrics = {
    "sta": {
        "period_needed_ps": 2510,
        "fin_crit_sh_pct": 96.5,
        "whs_ps": 514,
        "slew_violations": 0,
        "fin_skew_ps": 6.83,
        "max_freq_ghz": 0.399,
        "setup_viol_count_final": 0,
        "finalHoldViolCount": 0,
        "fin_setup_tns_ps": 0,
    },
    "placement": {
        "io_buffers": 5,
        "placed_area_mm2": 0.00148,
        "dp_cells": 231,
        "routabilityCongestion": 0.815,
        "post-dp-hpwl_um": 1750,
    },
    "floorplanning": {
        "die-area_mm2": 0.0121,
        "initCoreUtil_pct": 16.7,
        "die_height_um": 110,
        "io_pins": 22,
        "rows": 32,
        "die_width_um": 110,
        "core_area_mm2": 0.00781,
    },
    "logic_synthesis": {
        "syn_area_mm2": 0.00131,
        "synthTopCellsByArea": "dfrtp_1 (46%), xnor2_1 (13%), xor2_1 (9.4%)",
        "synthArstFlopShare_pct": 100,
        "yosys.stat.seqShare_pct": 45.9,
        "synthFlopType": "dfrtp_1",
        "synth_flops": 24,
        "avgSynthCellArea_um2": 10.7,
        "synth_top_area_share_pct": 45.9,
        "yosysTopAreaCell": "dfrtp_1",
        "yosysCellCount": 122,
        "synthDistinctLibCells": 26,
        "ys_area_mm2": 0.00131,
        "yosys_warnings": 22,
        "syn_inst": 122,
        "edf_count": 0,
    },
    "critical_path": {
        "crit_type": "reg -> out",
        "cp_top_family": "buffers and inverters",
        "cp_data_arrival_time_ps": 1990,
        "crit_chain": "xnor2_1 -> nand3_1 -> buf_4 -> nor4_4 -> clkdlybuf4s50_1",
        "crit_path_top_delay_cell": "clkdlybuf4s50_1",
        "worst-path-max-fanout": 3,
        "slowest_delay_ps": 520,
        "start_kind": "flip-flop",
        "required_ps": 2080,
        "crit_path_end_kind": "output port",
        "path_buffers": 2,
    },
    "drt": {
        "dr.first_iter.drc_count": 59,
        "first_pass_iters": 4,
        "wl_um": 2580,
        "via_per_inst": 3.54,
        "ant_nets": 0,
        "drc": 0,
        "vias": 868,
        "routedWlPerCell_um": 10.5,
        "diodes": 0,
    },
    "clock_network": {
        "clkSinkCount": 24,
        "cts_tree": "built",
        "cts_made_buffers": 3,
        "clk_latency_ps": 270,
        "clk_path_buf_depth": 2,
        "h-tree-depth": 1,
        "cts_hold_buffers": 0,
        "clk_pin_slew_ps": 80,
        "cts_root_buffer": "clkbuf_8",
    },
    "power_and_ir_drop": {
        "power.total_mw": 1.46,
        "vdd_drop_max_mv": 0.358,
        "p_per_area_mw_per_mm2": 890,
        "p_leak_nw": 0.738,
    },
    "final_layout": {
        "syn2layout_area_growth_pct": 25.1,
        "fin_cells": 245,
        "stdcell_area_mm2": 0.00164,
        "drive_above_1_share_pct": 19.6,
    },
    "grt": {
        "grt_pass1_vias": 867,
        "globalRouteOverflowTotal": 0,
        "grt_pass1_wl_um": 4150,
        "grt_usage_pct": 4.14,
        "grt_max_degree": 25,
        "antenna_found_initial": 0,
    },
    "run": {
        "tool_warnings": 33,
        "max-cap-violations": 0,
    },
    "min_path": {
        "hold_path.class": "reg -> reg",
    },
    "status": {
        "status": "finished, final reports clean",
    },
}
==> state kept, by name, indices dropped and copies added, names as in the netlist <==
register and cells:
ptr_rd 12, ptr_wr 12
==> synthesized netlist by cell type, types with 3 or more instances <==
cell type	number
and3_1	3
buf_4	8
dfrtp_1	24
nand2_1	8
nand3_1	10
nand4_1	5
nor2_1	5
nor3_1	4
nor3b_1	3
xnor2_1	20
xor2_1	14
==> layout make-up <==
cell class	count	area, µm²
sequential	24	601
inverter	2	10.0
tap	102	128
timing repair buffer	20	161
multi-input combinational	93	681
fill	828	6170
clock buffer	4	55.1
==> path summary, 6_finish.rpt <==
path	from	end	slack (ps)	depth (start not counted)
max in group asynchronous	i_rst_n	ptr_wr[7]	1740	2
setup / recovery	ptr_wr[8]	o_fifo_full	90	5
hold / removal	ptr_wr[10]	ptr_wr[10]	510	1
hold reg to reg	ptr_wr[10]	ptr_wr[10]	510	1
min in group asynchronous	i_rst_n	ptr_rd[5]	620	2
setup reg to reg	ptr_wr[8]	ptr_wr[1]	560	7
==> power breakdown <==
part	switching, mW	internal, mW
clock	0.116	0.135
combinational	0.270	0.329
sequential	0.125	0.480
==> stage by stage <==
stage / worst slack (ps) / utilization (%)
after floorplan: 695 / -
after global placement: 109 / 18.9
after detailed placement: 189 / 18.9
after CTS: 10.7 / 20.8
after global routing: -29.6 / 20.9
final: 92.1 / 20.9
==> per-layer routing <==
| metal | global-route usage, % | wire, µm | vias up |
|---|---|---|---|
| met2 | 6.10 | 1160 | 17 |
| met5 | 0 | 0 | - |
| met3 | 1.35 | 140 | 2 |
| met4 | 0.372 | 19 | 0 |
| li1 | - | - | 436 |
| met1 | 6.04 | 1260 | 413 |
==> what timing repair did <==
item / CTS / global route
pin swaps: 7 / 0
resized: 4 / 1
setup endpoints to repair: 1 / 1
setup buffers: 10 / 0
==> kinds of logic (layout without fill, tap and decap cells) <==
| family | Yosys count | in the layout | synth area share (%) |
|---|---|---|---|
| buffers and inverters | 12 | 26 | 6.60 |
| flip-flops | 24 | 24 | 45.9 |
| adder cells (fa/ha/maj) | 2 | 2 | 1.91 |
| XOR/XNOR | 34 | 34 | 22.8 |
| AND/OR/NAND/NOR | 47 | 47 | 20.5 |
| other | 1 | 8 | 0.287 |
| multiplexers | 2 | 2 | 2.01 |
==> cells in the final DEF (no fill, tap or decap), types with 2 or more instances in the layout <==
cell type	count
and3_1	3
clkbuf_8	4
conb_1	8
xor2_1	13
nand3b_1	2
nand3_1	10
nand4_1	5
nand2_1	8
dfrtp_1	24
nor3b_1	3
buf_4	15
ha_1	2
nor2_1	5
clkdlybuf4s50_1	4
nor3_1	4
xnor2_1	19
Power figures rest on the tool's default switching activity, not on a simulated workload.
